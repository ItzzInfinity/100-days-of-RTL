### flow/constraint.sdc
current_design Armstrong_Checker

set clk_period 43.9
set clk_io_pct 0.2

create_clock -name clk0 -period $clk_period

set non_clock_inputs [all_inputs -no_clocks]
set_input_delay [expr $clk_period * $clk_io_pct] -clock clk0 $non_clock_inputs
set_output_delay [expr $clk_period * $clk_io_pct] -clock clk0 [all_outputs]
### flow/design.v
`timescale 1ns / 1ps
module Armstrong_Checker(
    input [15:0] num,       
    output reg is_armstrong 
);
    reg [15:0] temp;        
    reg [3:0] digit;        
    reg [31:0] sum;         
    integer i;
    function [31:0] cube;
        input [15:0] x;
        begin
            cube = x * x * x;
        end
    endfunction
    always @(*) begin
        temp = num;
        sum = 0;
        for (i = 0; i < 5; i = i + 1) begin
            digit = temp % 10; 
            sum = sum + cube(digit);
            temp = temp / 10; 
        end
        is_armstrong = (sum == num);
    end
endmodule
### flow/config.mk
export PLATFORM = sky130hd
export DESIGN_NAME = Armstrong_Checker
export DESIGN_NICKNAME = Armstrong_Checker
export VERILOG_FILES = /design/flow/design.v
export SDC_FILE = /design/flow/constraint.sdc
export NUM_CORES = 4
export LEC_CHECK = 1
export CORE_UTILIZATION = 50
### flow/run.sh
#!/bin/bash
# OpenROAD 26Q1-2900-gdf79404cd8, Yosys 0.63+post, stock flow scripts
make -C /OpenROAD-flow-scripts/flow DESIGN_CONFIG=/design/flow/config.mk WORK_HOME=/design/flow/orfs finish
==> impl_metrics.env <==
# source this file to load flow results
export IMPL_tool_warnings=36
export IMPL_synth_chip_area_um2=14500
export IMPL_min_path_type="input port to output port"
export IMPL_mux_area_frac=0.0266
export IMPL_post_cts_buffers=0
export IMPL_lay_top_count="sky130_fd_sc_hd__nor2_1"
export IMPL_rsz0062_at_grt="false"
export IMPL_slowest_stage="sky130_fd_sc_hd__nor2_1"
export IMPL_post_synth_fa_ha_maj_area_fraction=0.250
export IMPL_finalSetupViolations=0
export IMPL_hold_viol=0
export IMPL_pre_cts_ws_ns=2.87
export IMPL_crit_path_max_incr_delay_ns=0.83
export IMPL_chip_area_um2=29700
export IMPL_dp_hpwl_um=37100
export IMPL_xor_and_xnor_area_share_after_synthesis=0.0648
export IMPL_place_gp_congestion=1.00
export IMPL_fp_utilization=0.508
export IMPL_ant_nets=0
export IMPL_floorplan_core_area_um2=28600
export IMPL_route_antenna_diode_count=0
export IMPL_numPortBuffers=17
export IMPL_core_rowCount=62
export IMPL_synth_yosys_seq_area_share=0
export IMPL_drt_initial_drc_count=1391
export IMPL_areaGrowthSynthToFinish_pct=3.33
export IMPL_yosys_cells=2036
export IMPL_mean_instance_size_in_the_synthesized_netlist_um2=7.14
export IMPL_layout_top_cells="187 x sky130_fd_sc_hd__nor2_1, 186 x sky130_fd_sc_hd__nand2_1, 167 x sky130_fd_sc_hd__inv_1, 119 x sky130_fd_sc_hd__fa_1, 114 x sky130_fd_sc_hd__a21oi_1"
export IMPL_fp_dieW_um=172
export IMPL_avgRoutedWirePerCell_um=19.3
export IMPL_status="finished, final reports clean"
export IMPL_area_sequential_um2=0
export IMPL_cp_required_ns=35.12
export IMPL_postLayoutSetupSlackWorst_ns=2.54
export IMPL_ys_warn_count=1
export IMPL_setup_worst_path_class="input port to output port"
export IMPL_min_period_over_period=0.942
export IMPL_netlist_area_um2=14500
export IMPL_route_final_wire_length_um=45800
export IMPL_via_cell_ratio=6.24
export IMPL_startpoint_type="input port"
export IMPL_critical_path_top_delay_family="simple AND/OR/NAND/NOR gates"
export IMPL_worst_path_most_repeated_cell="sky130_fd_sc_hd__fa_1"
export IMPL_path_max_fanout=20
export IMPL_fin_tns_setup_ns=0
export IMPL_global_route_wire_length_before_repair_um=73600
export IMPL_dr_total_vias=14800
export IMPL_final_min_clock_period_ns=41.36
export IMPL_cts_resized=0
export IMPL_netlist_cell_type_count=119
export IMPL_initial_antenna_violation_count=2
export IMPL_hold_buffers=0
export IMPL_dieHeight_um=172
export IMPL_slew_viol_final=0
export IMPL_grt_ovfl_total=0
export IMPL_relSlewSlack=0.297
export IMPL_cp_buffers_inverters=10
export IMPL_layout_cells_sized_above_1=0.0764
export IMPL_arrival_ns=32.58
export IMPL_synthTopLogicFamily="AND-OR/OR-AND gates"
export IMPL_grt_pass1_vias=13500
export IMPL_synth_cellmix_compoundShare=0.298
export IMPL_actual_slew_at_the_worst_max_slew_pin_ns=1.05
export IMPL_remaining_drc_errors=0
export IMPL_synth_cellmix_simpleShare=0.281
export IMPL_ioPinCount=17
export IMPL_seq_cell_count=0
export IMPL_timing_max_cap_violations=0
export IMPL_n_clock_buffer=0
export IMPL_grt_start_max_net_pins=32
export IMPL_f_max_mhz=24.2
export IMPL_drt_pass1_iter_count=5
export IMPL_syn_instance_count=2036
export IMPL_crit_path_end_kind="output port"
export IMPL_grt_util_all_layers=0.322
[kinds of logic after synthesis]
group	count (synthesis)
compound gates	588
other cells	2
buf+inv	285
mux	36
simple gates	799
fa+ha+maj	221
xor+xnor	105
[tightest hold or removal path, stage by stage]
cell and delay, ns:
sky130_fd_sc_hd__clkdlybuf4s50_1 0.40, sky130_fd_sc_hd__buf_4 0.21, sky130_fd_sc_hd__xnor2_1 0.16, sky130_fd_sc_hd__xnor2_1 0.12
sky130_fd_sc_hd__or4_1 0.11, sky130_fd_sc_hd__nor2_1 0.04, sky130_fd_sc_hd__clkdlybuf4s50_1 0.38
[layer usage]
layer / GRT usage / wire, um / vias up
li1: - / - / 7274
met1: 0.479 / 20800 / 6967
met2: 0.501 / 20900 / 483
met3: 0.0310 / 2590 / 79
met4: 0.0939 / 1460 / 4
met5: 0 / 27 / -
[Yosys cell counts, types with 19 or more instances]
cell / instances / share of area
sky130_fd_sc_hd__or3_1: 24 / 0.010
sky130_fd_sc_hd__fa_1: 119 / 0.16
sky130_fd_sc_hd__nor3_1: 70 / 0.024
sky130_fd_sc_hd__buf_2: 21 / 0.0072
sky130_fd_sc_hd__nor2_1: 187 / 0.048
sky130_fd_sc_hd__xnor2_1: 84 / 0.051
sky130_fd_sc_hd__a31oi_1: 26 / 0.011
sky130_fd_sc_hd__and3_1: 28 / 0.012
sky130_fd_sc_hd__a21oi_1: 114 / 0.039
sky130_fd_sc_hd__nor4_1: 24 / 0.010
sky130_fd_sc_hd__nand3_1: 65 / 0.022
sky130_fd_sc_hd__and2_1: 50 / 0.022
sky130_fd_sc_hd__inv_1: 167 / 0.043
sky130_fd_sc_hd__ha_1: 93 / 0.080
sky130_fd_sc_hd__o21ai_1: 20 / 0.0069
sky130_fd_sc_hd__a21o_1: 41 / 0.021
sky130_fd_sc_hd__nand4_1: 19 / 0.0082
sky130_fd_sc_hd__mux2i_1: 24 / 0.017
sky130_fd_sc_hd__nand2_1: 186 / 0.048
sky130_fd_sc_hd__nand2b_1: 36 / 0.015
sky130_fd_sc_hd__nor2b_1: 29 / 0.012
sky130_fd_sc_hd__a211oi_1: 31 / 0.016
sky130_fd_sc_hd__o211ai_1: 29 / 0.015
sky130_fd_sc_hd__o21ai_0: 85 / 0.029
sky130_fd_sc_hd__clkbuf_1: 65 / 0.017
[final timing paths]
check	from	to	slack, ns	depth (start not counted)
hold / removal	num[11]	is_armstrong	18.99	7
setup / recovery	num[13]	is_armstrong	2.54	74
[through the flow]
step	instances	util	hold slack (ns)	instance area, um2
after detailed placement	2374	0.525	18.99	15000
after global routing	2374	0.525	19.09	15000
after floorplan	2039	-	18.06	14500
after global placement	2374	0.525	19.00	15000
after CTS	2374	0.525	19.00	15000
final	2374	0.525	18.99	15000
[layout make-up]
class	instances	area, um2
inverters	181	679
repair buffers	55	455
multi-input cells	1754	13400
fillers	2791	13600
well taps	384	480
