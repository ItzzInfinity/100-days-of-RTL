File: flow/run.sh
#!/bin/bash
# OpenROAD 26Q1-2900-gdf79404cd8, Yosys 0.63+post, stock flow scripts
make -C /OpenROAD-flow-scripts/flow DESIGN_CONFIG=/design/flow/config.mk WORK_HOME=/design/flow/orfs finish
File: flow/config.mk
export PLATFORM = sky130hd
export DESIGN_NAME = top
export DESIGN_NICKNAME = top
export VERILOG_FILES = /design/flow/design.v
export SDC_FILE = /design/flow/constraint.sdc
export NUM_CORES = 4
export LEC_CHECK = 1
export CORE_AREA = 10 10 108 108
export DIE_AREA = 0 0 118 118
File: flow/constraint.sdc
current_design top

set clk_period 4.0
set clk_io_pct 0.2

create_clock -name clk0 -period $clk_period [get_ports {Clk}]

set non_clock_inputs [all_inputs -no_clocks]
set_input_delay [expr $clk_period * $clk_io_pct] -clock clk0 $non_clock_inputs
set_output_delay [expr $clk_period * $clk_io_pct] -clock clk0 [all_outputs]
File: flow/design.v
`timescale 1ns / 1ps
module binary_to_bcd(
input wire clk,Rst_n,
 input [8:0] bin,
   output reg [15:0] bcd,
   output reg [3:0] ones,tens,hundreds
   );
integer i;
always @(posedge clk or negedge Rst_n) begin
    if (!Rst_n)begin
    bcd<=0;
    end else begin
    bcd=0;		 	
    for (i=0;i<9;i=i+1) begin					 
        if (bcd[3:0] >= 5) bcd[3:0] = bcd[3:0] + 3;		 
	if (bcd[7:4] >= 5) bcd[7:4] = bcd[7:4] + 3;
	if (bcd[11:8] >= 5) bcd[11:8] = bcd[11:8] + 3;
	if (bcd[15:12] >= 5) bcd[15:12] = bcd[15:12] + 3;
	bcd = {bcd[14:0],bin[8-i]};				 
	ones = bcd[3:0];
	tens = bcd[7:4];
	hundreds = bcd[11:8];
    end
end
end
endmodule
module seven_segment_decoder(
    input wire Clk,                  
    input wire [3:0] ones,           
    input wire [3:0] tens,           
    input wire [3:0] hundreds,       
    output reg [6:0] seg,            
    output reg [3:0] digit           
    );
    reg [3:0] current_digit;         
    reg [1:0] digit_select = 2'b00;  
    reg [19:0] refresh_counter = 0;  
    always @(posedge Clk) begin
        refresh_counter <= refresh_counter + 1;
        if (refresh_counter == 27000) begin
            refresh_counter <= 0;
            digit_select <= digit_select + 1;   
        end
    end
    always @(*) begin
        case (current_digit)
            4'd0: seg = 7'b0111111;  
            4'd1: seg = 7'b0000110;  
            4'd2: seg = 7'b1011011;  
            4'd3: seg = 7'b1001111;  
            4'd4: seg = 7'b1100110;  
            4'd5: seg = 7'b1101101;  
            4'd6: seg = 7'b1111101;  
            4'd7: seg = 7'b0000111;  
            4'd8: seg = 7'b1111111;  
            4'd9: seg = 7'b1101111;  
            default: seg = 7'b0000000;  
        endcase
    end
    always @(*) begin
        case (digit_select)
            2'b00: begin
                current_digit = 4'd0; 
                digit = 4'b0111;           
            end
            2'b01: begin
                current_digit = hundreds;  
                digit = 4'b1011;           
            end
            2'b10: begin
                current_digit = tens;      
                digit = 4'b1101;           
            end
            2'b11: begin
                current_digit = ones;      
                digit = 4'b1110;           
            end
            default: begin
                current_digit = 4'd0;      
                digit = 4'b1111;           
            end
        endcase
    end
endmodule
module top(input Clk,Rst_n,
input [7:0] bin,
output [6:0] seg,
output [3:0] digit
    );
    wire [3:0] ones_1,tens_1,hundreds_1; 
    binary_to_bcd BIN2BCD (.Rst_n(Rst_n),.clk(Clk),.bin({1'b0,bin}),.ones(ones_1),.tens(tens_1),.hundreds(hundreds_1));
    seven_segment_decoder sevDEC(.Clk(Clk),.ones(ones_1),.tens(tens_1),.hundreds(hundreds_1),.seg(seg),.digit(digit));
endmodule
==> impl_metrics.toml <==
# synthesis and place-and-route metrics
[clock_network]
holdBufCountCts = 0
path_clk_slew_ps = 60
cts_inserted_buffers = 5
cts_htree_levels = 2
clockBufferDepth = 2
cts_tree = "done"
cts_sinks = 32
clkLatencyLatePin_ps = 280
cts-root-buf = "clkbuf_8"

[timing]
slew_headroom = 0.6561
timing.hold.ws_ps = 462.1
setup_viol = 8
finClkSkew_ps = 9.231
hold_viol = 0
tightestPinTransition_ps = 514.3
tns_ps = -2164
layout_setup_ws_ps = -336.6
fmax_mhz = 230.6
rsz0062_at_grt = "true"
min_period_over_period = 1.084
final-max-slew-violation-count = 0
fin_crit_ps = 4337

[worst_hold_path]
hold_path.class = "register to register"
min_delay_path_depth = 1

[worst_setup_path]
cp.required_ps = 4020
critPathKind = "input port to register"
path_max_fanout = 4
r2r_cells = 3
ff2ff_setup_slack_ps = 2010
arrival_ps = 4360
start_kind = "input port"
worst_setup_path_end_kind = "register"

[route]
num_antenna_cells = 0
avgViaCountPerCell = 4.501
firstDrtPassIters = 5
drt-total-wl_mm = 5.271
drc_errors = 0
vias = 2174
dr.first_iter.drc_count = 96
wire_per_inst_um = 10.91
ant_nets = 0

[power_and_ir_drop]
vdd_ir_drop_max_mv = 0.1281
pwr-share-comb = 0.457
pwr-share-seq = 0.332
p_sw_mw = 0.3586
total_power_mw = 1.164
power_density_nw_per_um2 = 325.8
power_frac_clock = 0.212
p_leak_nw = 1.446
internal_power_mw = 0.8056
switching_share = 0.3080

[floorplanning]
die-area_um2 = 13920
dieHeight_um = 118
fp_util = 0.2604
top_level_ports = 21
core_region_area_um2 = 9284
num_rows = 35
die.size.x_um = 118

[finish]
synthToLayoutAreaGrowth_pct = 47.83
fillers = 916
final_cells = 483
drive_above_1_share = 0.3220

[global_routing]
grt_usage = 0.07276
grt_max_degree = 14
grt_pass1_wl_mm = 9.156
overflow = 0
antenna_found_initial = 0
grt_pass1_vias = 2063

[logic_synthesis]
yosysUniqueCellTypes = 52
ys_cells = 282
ys_warn_count = 2
edf_count = 12
yosys-stat-area_um2 = 2417
yosysSeqAreaShare = 0.3147
synthArstFlopShare = 0
ys_ff = 32
ff_type = "dfxtp_1"
syn_area_per_cell_um2 = 8.572
syn_inst = 282
synthesis.area_um2 = 2417

[status]
run_status = "finished with violations"
violations = "negative setup slack"

[job]
maxCapViolations = 0
tool_warnings = 40

[placement]
place_inst = 461
dp_slack_ps = -1115
port_buffers = 20
dpl.hpwl_mm = 3.962
place.gp.congestion = 0.8976
==> metrics by stage <==
stage                       util  instance area (µm²)
after CTS                 0.3681                 3417
after detailed placement  0.3346                 3107
after global routing      0.3849                 3573
final                     0.3849                 3573
after global placement    0.3346                 3107
after floorplan                -                 2502
==> power groups by stage <==
stage         clock (mW)  sequential (mW)  combinational (mW)
global route       0.268            0.389               0.581
CTS                0.256            0.387               0.462
finish             0.246            0.386               0.532
==> repair_timing <==
| action | 4_1_cts | 5_1_grt |
|---|---|---|
| setup endpoints to repair | 9 | 9 |
| resized | 37 | 25 |
| pin swaps | 19 | 21 |
| setup buffers | 12 | 2 |
==> worst max-delay path, stage by stage <==
cell and delay (ps):
buf_8 100, clkinvlp_4 70, ha_4 120, inv_2 40
ha_4 150, a21oi_4 170, xnor2_4 110, ha_4 170
nor2b_4 120, or4_1 390, o2111a_1 160, inv_2 100
ha_4 130, nor2b_4 130, buf_4 110, nor2_1 30
o211a_1 110, o22ai_1 130, a21boi_4 220, inv_1 60
ha_1 230, a21oi_4 250, xnor2_2 170, nand2_1 120
mux2i_1 140
==> cell usage after synthesis, types with 3 or more instances <==
cell type | n | share of area
nor2_1 | 36 | 0.056
xor2_1 | 9 | 0.033
a211oi_1 | 4 | 0.012
o211ai_1 | 6 | 0.019
clkbuf_1 | 4 | 0.0062
xnor2_1 | 16 | 0.058
o21ai_0 | 6 | 0.012
a222oi_1 | 3 | 0.012
a21o_1 | 7 | 0.022
nor3_1 | 4 | 0.0083
mux2i_1 | 3 | 0.012
nand2_1 | 24 | 0.037
inv_1 | 19 | 0.030
and2_1 | 3 | 0.0078
a21oi_1 | 9 | 0.019
edfxtp_1 | 12 | 0.15
nor2b_1 | 8 | 0.021
nand4_1 | 4 | 0.010
dfxtp_1 | 20 | 0.17
a22oi_1 | 4 | 0.012
o22ai_1 | 5 | 0.013
nand3_1 | 11 | 0.023
and3_1 | 5 | 0.013
or2_2 | 5 | 0.013
ha_1 | 21 | 0.11
==> routing by layer <==
layer | vias up | GRT usage | share of wire
met1 | 981 | 0.1092 | 0.52
met4 | 0 | 0.01236 | 0.016
met5 | - | 0 | 0
met2 | 31 | 0.1101 | 0.43
met3 | 6 | 0.01021 | 0.027
li1 | 1156 | - | -
==> final cells by class <==
type / count / area [µm²] / share of cell area
clock buffers: 7 / 86.33 / 0.02416
clock inverters: 1 / 6.256 / 0.001751
inverters: 19 / 75.07 / 0.02101
multi-input cells: 226 / 1888 / 0.5284
flip-flops and latches: 32 / 760.7 / 0.2129
well taps: 129 / 161.4 / 0.04517
repair buffers: 69 / 595.6 / 0.1667
==> cell usage in the layout, fill, tap and decap left out, drive strengths merged, types with 3 or more instances in the layout <==
master and count:
a22oi 4, nor2b 8, and2 4, mux2i 3
a211oi 4, clkdlybuf4s50 17, a222oi 3, nand3 11
nor3 4, o22ai 5, nand2 24, clkbuf 7
a21o 7, ha 21, a21oi 9, nor2 36
xnor2 17, or2 5, dfxtp 20, o21ai 7
nand4 4, buf 51, xor2 9, and3 5
o211ai 6, inv 19, edfxtp 12
==> cells by family after synthesis <==
group	share of synthesized area
flops	0.3147
fa+ha+maj	0.1087
buf+inv	0.04037
compound gates	0.1843
mux	0.02174
simple gates	0.2329
xor+xnor	0.09731
==> flip-flops by register name (all words and copies together) (netlist names) <==
register and count:
BIN2BCD.tens 4, BIN2BCD.ones 4, sevDEC.refresh_counter 20, BIN2BCD.hundreds 2, sevDEC.digit_select 2
==> worst paths after layout <==
path                                                 from                   endpoint
worst min-delay path            sevDEC.refresh_counter[0]  sevDEC.refresh_counter[0]
worst max-delay path                               bin[5]            BIN2BCD.tens[3]
worst min register to register  sevDEC.refresh_counter[0]  sevDEC.refresh_counter[0]
worst max register to register  sevDEC.refresh_counter[2]     sevDEC.digit_select[1]
Power is estimated from default activity; no workload was simulated.
