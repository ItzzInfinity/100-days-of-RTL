$ cat ./config.mk
export PLATFORM = sky130hd
export DESIGN_NAME = sine_wave_generator
export DESIGN_NICKNAME = sine_wave_generator
export VERILOG_FILES = /design/flow/design.v
export SDC_FILE = /design/flow/constraint.sdc
export NUM_CORES = 4
export LEC_CHECK = 1
export CORE_UTILIZATION = 50
export SYNTH_MEMORY_MAX_BITS = 65536
$ cat ./constraint.sdc
current_design sine_wave_generator

set clk_period 5.2
set clk_io_pct 0.2

create_clock -name clk0 -period $clk_period [get_ports {clk}]

set non_clock_inputs [all_inputs -no_clocks]
set_input_delay [expr $clk_period * $clk_io_pct] -clock clk0 $non_clock_inputs
set_output_delay [expr $clk_period * $clk_io_pct] -clock clk0 [all_outputs]
$ cat ./design.v
`timescale 1ns / 1ps
module sine_wave_generator #(
    parameter PHASE_WIDTH = 10,    
    parameter DATA_WIDTH = 8      
) (
    input wire clk,               
    input wire reset,            
    input wire [PHASE_WIDTH-1:0] freq_control, 
    output reg [DATA_WIDTH-1:0] sine_out       
);
    reg [PHASE_WIDTH-1:0] phase_acc;
    reg [DATA_WIDTH-1:0] sine_lut [0:(1<<PHASE_WIDTH)-1];
    integer i;
    initial begin
        for (i = 0; i < (1<<PHASE_WIDTH); i = i + 1) begin
            sine_lut[i] = $rtoi((2**(DATA_WIDTH-1)-1) * 
                        (1 + $sin(2 * 3.14159265359 * i / (1<<PHASE_WIDTH))));
        end
    end
    always @(posedge clk or posedge reset) begin
        if (reset) begin
            phase_acc <= 0;
        end else begin
            phase_acc <= phase_acc + freq_control;  
        end
    end
    always @(posedge clk) begin
        sine_out <= sine_lut[phase_acc[PHASE_WIDTH-1:0]];
    end
endmodule
$ cat ./run.sh
#!/bin/bash
# OpenROAD 26Q1-2900-gdf79404cd8, Yosys 0.63+post, stock flow scripts
make -C /OpenROAD-flow-scripts/flow DESIGN_CONFIG=/design/flow/config.mk WORK_HOME=/design/flow/orfs finish
==> out/qor.txt <==
Synth Cell Area -> 5080 um2
DIE AREA -> 10600 um2
GR Overflow Total -> 0
Buffers & Inverters on Critical Path -> 1
Yosys top cell area share -> 5.91%
via count -> 6197
Insertion Delay late pin -> 0.27 ns
RSZ-0062 raised after global routing -> false
antenna-violating nets left -> 0
syn_area_per_cell -> 7.05 um2
Setup-failing EPs final -> 0
final WL -> 21200 um
worst-margin pin slew -> 0.956 ns
first-pass GRT wire length -> 33400 um
setup TNS -> 0 ns
Final Max Tran Viols -> 0
design area -> 5150 um2
I/O Pins -> 20
Starting DRT DRC Count -> 990
Worst Hold Class -> flip-flop to flip-flop
antenna violations before repair -> 1
die width -> 103 um
vias in the first global route -> 5637
register share after synthesis -> 8.07%
H-tree Lvls -> 1
Final Cycle Share -> 68.5%
Layout area overhead -> 1.38%
Arrival @ worst endpoint -> 3.78 ns
Largest delay share family, worst path -> AND-OR/OR-AND gates
Max Clock Freq -> 281 MHz
Worst Path Max Fanout -> 41
Post-CTS Resized -> 0
Synth flops -> 18
CP Class -> flip-flop to flip-flop
run status -> completed
drt drc -> 0
Worst setup SP type -> flip-flop
Port Buffers -> 19
Die Y -> 103 um
Tool Warnings -> 37
CTS Hold Bufs -> 0
flip-flops with a built-in enable -> 0
crit path DRT -> 5.42 ns
crit-path max cell delay -> 0.89 ns
FFs w/ async S/R, synth -> 55.6%
fp util -> 51.8%
clk slew on worst S/H paths -> 0.09 ns
relative slew slack -> 36.2%
DP Area -> 5100 um2
Root Buffer -> clkbuf_8
vias per std cell -> 7.71
Synth Instances -> 721
Cell variety after synth -> 86
total core area -> 9820 um2
Hold Slack -> 0.789 ns
Global Route Usage Sum -> 43.0%
dpl hpwl -> 14300 um
Worst Setup End Kind -> flip-flop
Top FF cell, synth -> dfrtp_1
GPL Wtd Cong -> 1.08
maximum root-to-sink buffer count -> 2
largest net degree at the start of global routing -> 56
worst path cell trace -> inv_2 -> ha_1 -> nor2b_1 -> a211o_1 -> a32oi_1 -> o21ai_1 -> a2111oi_0 -> o32a_1
crit path max-delay cell type -> dfrtp_2
postcts setup bufs -> 0
Final Hold Vio Count -> 0
max_cap viols -> 0
Row Count -> 36
DR pass1 iterations -> 6
Tmin final -> 3.56 ns
Synth area leader -> ha_1
leading post-synthesis cells by cell area -> ha_1, a21oi_1, o21ai_0
detailed-route wire length per cell -> 26.4 um
CTS tree -> built
share of layout cells above drive strength 1 -> 8.51%
clock skew -> 0.0138 ns
synth warn -> 1
CTS Buf Count -> 3
post-synthesis chip area from yosys -> 5080 um2
cells in synth_stat.txt -> 721
clock sinks -> 18
## final timing paths
kind,startpoint,end,slack [ns],depth (start not counted)
hold reg to reg,phase_acc[0]$_DFF_PP0_,phase_acc[0]$_DFF_PP0_,0.79,1
setup / recovery,phase_acc[2]$_DFF_PP0_,sine_out[2]$_DFF_P_,1.64,8
hold / removal,phase_acc[0]$_DFF_PP0_,phase_acc[0]$_DFF_PP0_,0.79,1
setup reg to reg,phase_acc[2]$_DFF_PP0_,sine_out[2]$_DFF_P_,1.64,8
max in group asynchronous,reset,phase_acc[3]$_DFF_PP0_,3.86,2
min in group asynchronous,reset,phase_acc[1]$_DFF_PP0_,1.04,2
## through the flow
stage,setup WS (ns),std cells,utilization [%]
global placement,1.79,799,52.0
detailed placement,1.83,799,52.0
floorplan,2.38,721,-
CTS,1.81,803,52.4
finish,1.64,804,52.5
global route,1.58,803,52.4
## sequential cells by signal, summed over array words and instances, names as in the netlist
signal,cells
phase_acc,10
sine_out,8
## kinds of logic after synthesis
group | share of synthesized area, %
compound gates | 40.3
simple gates | 23.2
buf+inv | 10.4
mux | 9.35
fa+ha+maj | 6.50
flops | 8.07
xor+xnor | 2.24
## cells in the mapped netlist, types with 13 or more instances
| cell type | count |
|---|---|
| a211oi_1 | 17 |
| a21oi_1 | 57 |
| buf_2 | 34 |
| clkbuf_1 | 38 |
| ha_1 | 24 |
| inv_1 | 13 |
| mux2i_1 | 16 |
| nand2_1 | 50 |
| nand2b_1 | 18 |
| nand3_1 | 20 |
| nor2_1 | 51 |
| nor2b_1 | 21 |
| nor3_1 | 21 |
| o211ai_1 | 18 |
| o21ai_0 | 57 |
## layout make-up
cell class | instances | area [um2]
Sequential cell | 18 | 418
Tap cell | 133 | 166
Inverter | 16 | 60.1
Fill cell | 1017 | 4670
Multi-Input combinational cell | 596 | 4140
Clock inverter | 1 | 3.75
Clock buffer | 3 | 41.3
Timing Repair Buffer | 36 | 318
Antenna cell | 1 | 2.50
## cell usage in the layout (no fill, tap or decap), types with 18 or more instances in the layout
cell type / n
a21oi_1: 57
o21ai_0: 57
nor2_1: 51
nand2_1: 50
ha_1: 24
nor2b_1: 21
nor3_1: 21
nand3_1: 20
clkdlybuf4s50_1: 19
o211ai_1: 18
nand2b_1: 18
## routing by layer
| layer | up-vias | GRT usage (%) | routed length [um] |
|---|---|---|---|
| met5 | - | 0 | 36 |
| met4 | 2 | 22.2 | 1450 |
| met3 | 125 | 14.4 | 3090 |
| met2 | 566 | 60.1 | 8680 |
| met1 | 2839 | 59.5 | 7940 |
| li1 | 2665 | - | - |
